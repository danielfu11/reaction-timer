**/design/flow/run.sh**
```bash
#!/bin/bash
# OpenROAD 26Q1-2900-gdf79404cd8, Yosys 0.63+post, stock flow scripts
make -C /OpenROAD-flow-scripts/flow DESIGN_CONFIG=/design/flow/config.mk WORK_HOME=/design/flow/orfs finish
```
**/design/flow/config.mk**
```make
export PLATFORM = sky130hd
export DESIGN_NAME = countdown
export DESIGN_NICKNAME = countdown
export VERILOG_FILES = /design/flow/design.v
export SDC_FILE = /design/flow/constraint.sdc
export NUM_CORES = 4
export LEC_CHECK = 1
export CORE_AREA = 10 10 73 73
export DIE_AREA = 0 0 83 83
```
**/design/flow/constraint.sdc**
```tcl
current_design countdown

set clk_period 6.4
set clk_io_pct 0.2

create_clock -name clk0 -period $clk_period [get_ports {clk1k}]

set non_clock_inputs [all_inputs -no_clocks]
set_input_delay [expr $clk_period * $clk_io_pct] -clock clk0 $non_clock_inputs
set_output_delay [expr $clk_period * $clk_io_pct] -clock clk0 [all_outputs]
```
**/design/flow/design.v**
```verilog
module countdown(num, en, start, clk1k, countdown_finish);
	input [1:0] en;
	input clk1k, start;
	input [11:0] num;			 
	output reg countdown_finish; 				 
	reg [11:0] count;
	initial 
		begin
		count = 12'b111111111111;
		end
	always @(posedge clk1k) begin
		if (!start) 
			count <= num;			 
		else if (en == 2'b01 && start) begin
			if (count < 12'd1)   
				countdown_finish <= 1'b1;			 
			else begin
				count <= count - 1;
				countdown_finish <= 1'b0;		    
			end
		end
	end
endmodule 
```
==> job_summary.md <==
## PnR job results

| Metric | Value |
|---|---|
| Yosys simple share | 0.195 |
| Yosys chip area | 733 um^2 |
| Final Hold Fails | 0 |
| Warnings from Yosys | 1 |
| Ys cells | 71 |
| CP startpoint | start |
| Startpoint Class | input pin |
| Xor/xnor share | 0.0239 |
| Initial drt markers | 41 |
| Die Y-Extent | 83 um |
| Residual DRC | 0 |
| Reg2reg path depth | 6 |
| Antenna diode count | 0 |
| Top Layout Cells | clkdlybuf4s50_1 (16), nor2_1 (13), edfxtp_1 (13), a31oi_1 (8), or4_1 (5) |
| Crit-path max cell delay | 0.98 ns |
| Max_slew headroom | 0.473 |
| Worst Clk Skew | 0.000937 ns |
| Slew @ Worst Pin | 0.789 ns |
| Most instantiated logic cell after routing | clkdlybuf4s50_1 |
| CP endpoint kind | flop |
| Placeable Area | 3740 um^2 |
| FP Util | 0.196 |
| Layout area overhead | 34.5% |
| Chip width | 83 um |
| Library cells used by synthesis | 21 |
| Setup Viol. Count Final | 0 |
| Adder share | 0.0171 |
| Post-synthesis mux area share | 0.0154 |
| GRT Resource Usage Total | 0.0482 |
| RR Endpoint | count[7]$_DFFE_PP_ |
| Hold Path End | countdown_finish$_DFFE_PP_ |
| Sink Count | 13 |
| Layout cells sized above 1 | 0.0805 |
| Crit path cell chain | clkdlybuf4s50_1 -> inv_1 -> mux2_2 |
| Setup TNS | 0 ns |
| Largest net degree at the start of global routing | 25 |
| Chip area | 6890 um^2 |
| Via density | 4.51 |
| FP Rows | 22 |
| Post-route cell area | 986 um^2 |
| RePlAce Congestion | 0.748 |
| Pre-antenna DRT Iters | 3 |
| Hold_sp | count[11]$_DFFE_PP_ |
| Number of gates resized after cts | 0 |
| Max cap viols | 0 |
| Leak pwr | 0.000313 uW |
| Via count | 609 |
| PortBufs | 16 |
| Setup Fix Bufs, Post-CTS | 0 |
| Worst min-delay path category | flop to flop |
| Crit path DAT | 2.71 ns |
| Vias in the first global route | 603 |
| Initial antenna violation count | 0 |
| Drt total wl | 1.77 mm |
| Layout Cells excl Fill | 135 |
| Placed Area | 941 um^2 |
| Final WS setup | 3.68 ns |
| Tool warning count | 25 |
| Status | finished, final reports clean |
| GR Overflow Total | 0 |
| Registers, synthesis | 13 |
| Maximum clock insertion buffer count | 2 |
| WP buf/inv | 2 |
| Slowest CP cell | clkdlybuf4s50_1 |
| Final Critical Period | 2.72 ns |
| Crit path kind | input pin to flop |
| FMAX | 0.368 GHz |
| Pwr dens | 217 nW/um^2 |
| Mapped Area | 733 um^2 |
| Clk slew on worst S/H paths | 0.05 ns |
| Global-route wire length before repair | 2.75 mm |
| RSZ-0062 raised after global routing | no |
| Aoi share | 0.174 |
| Worst path top cell family by delay | buffers and inverters |
| CP required | 6.39 ns |
| CTS tree | done |
| Max-slew violation count | 0 |
| Reg2Reg Setup Slack | 4.13 ns |
| I/O Pins | 17 |
| Final period utilization | 0.425 |
| Syn_area_per_cell | 10.3 um^2 |
| Clk ins delay skew pair | 0.24 ns |
| Placement Setup Slack | 3.41 ns |
| Cells after Synth | 71 |
| Largest fanout on the critical path | 24 |
| Post-Place Cells | 131 |
| CTS buffer count | 3 |
| Worst hold stages | 1 |
| Worst r2r src | count[0]$_DFFE_PP_ |
| Dominant comb cell | simple AND/OR/NAND/NOR gates |
| Post-cts hold buffer count | 0 |
| Antenna-violating nets left | 0 |
| H-Tree Level Count | 1 |
| Worst VDD drop | 68.7 uV |
| Seq/Total Area, Yosys | 0.532 |
| CTS root buffer | clkbuf_8 |
| Drt wl/cell | 13.1 um |
## synth_stat cells
cell / number / area [um^2]
mux2_2: 1 / 11.3
clkbuf_1: 4 / 15.0
xor2_1: 1 / 8.76
a31oi_1: 8 / 50.1
nor4_1: 1 / 6.26
o41ai_1: 2 / 17.5
ha_1: 1 / 12.5
inv_1: 3 / 11.3
nand2b_1: 1 / 6.26
xnor2_1: 1 / 8.76
o21ai_0: 3 / 15.0
or4b_1: 1 / 10.0
or3_1: 3 / 18.8
or4_1: 5 / 37.5
o31ai_1: 4 / 30.0
buf_2: 1 / 5.00
or3b_2: 1 / 8.76
or2_2: 1 / 6.26
nor2_1: 13 / 48.8
edfxtp_1: 13 / 390
a21oi_1: 3 / 15.0
## through the flow
| step | power, uW | hold WS (ns) | utilization |
|---|---|---|---|
| after floorplan | 128 | 0.562 | - |
| after global placement | 141 | 0.586 | 0.251 |
| after detailed placement | 144 | 0.601 | 0.251 |
| after CTS | 216 | 0.617 | 0.263 |
| after global routing | 227 | 0.640 | 0.263 |
| final | 214 | 0.613 | 0.263 |
## worst register-to-register path, delay by kind of cell, from the launching register on
kind	cells	cell delay [ns]
simple gates	2	0.95
flops	1	0.41
buf+inv	2	0.34
fa+ha+maj	1	0.18
compound gates	1	0.14
## power by group
part	total [uW]	internal, uW	leakage [uW]	switching [uW]
clock network	72.4	43.9	0.0000228	28.4
registers	111	104	0.000128	6.73
logic	31.4	17.3	0.000163	14.1
total	214	165	0.000313	49.2
## flip-flops by register name, indices dropped and copies added, names as in the netlist
register	cells
countdown_finish	1
count	12
## area by class of cell
cell class              instances  area (um^2)
fillers                       416         2760
repair buffers                 17          168
inverters                       3         11.3
multi-input cells              50          312
well taps                      48         60.1
clock buffers                   4         45.0
flip-flops and latches         13          390
## logic make-up (layout without fill, tap and decap cells)
logic type | after synthesis | in the layout
AND/OR/NAND/NOR | 26 | 26
flip-flops | 13 | 13
AND-OR/OR-AND | 20 | 20
multiplexers | 1 | 1
XOR/XNOR | 2 | 2
adder cells (fa/ha/maj) | 1 | 1
buffers and inverters | 8 | 24
## routing by layer
layer | global-route usage | up-vias | part of all wire
li1 | - | 311 | -
met1 | 0.0625 | 278 | 0.48
met2 | 0.0705 | 18 | 0.44
met3 | 0.0285 | 2 | 0.074
met4 | 0.00308 | 0 | 0.0045
met5 | 0 | - | 0
## worst max-delay path by stage
| stage | end | slack (ns) | cells after the start |
|---|---|---|---|
| CTS | count[0]$_DFFE_PP_ | 3.66 | 3 |
| global route | count[6]$_DFFE_PP_ | 3.57 | 3 |
| finish | count[0]$_DFFE_PP_ | 3.68 | 3 |
Power figures rest on the tool's default switching activity, not on a simulated workload.
