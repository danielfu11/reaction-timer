**design/flow/config.mk**
```make
export PLATFORM = sky130hd
export DESIGN_NAME = clock_divider
export DESIGN_NICKNAME = clock_divider
export VERILOG_FILES = /design/flow/design.v
export SDC_FILE = /design/flow/constraint.sdc
export NUM_CORES = 4
export LEC_CHECK = 1
export CORE_AREA = 10 10 71 71
export DIE_AREA = 0 0 81 81
```
**design/flow/design.v**
```verilog
module clock_divider(clk50M, clk_out);
	input clk50M;		 
	output clk_out;    
	reg [15:0] count; 
	reg clk_out = 1'b0;
	always @(posedge clk50M) begin
		if (count == 50000) begin
			count <= 0;			 
			clk_out <= ~clk_out;  
		end
		else begin
			count <= count + 1;  
		end
	end
endmodule 
```
**design/flow/run.sh**
```bash
#!/bin/bash
# OpenROAD 26Q1-2900-gdf79404cd8, Yosys 0.63+post, stock flow scripts
make -C /OpenROAD-flow-scripts/flow DESIGN_CONFIG=/design/flow/config.mk WORK_HOME=/design/flow/orfs finish
```
**design/flow/constraint.sdc**
```tcl
current_design clock_divider

set clk_period 2.9
set clk_io_pct 0.2

create_clock -name clk0 -period $clk_period [get_ports {clk50M}]

set non_clock_inputs [all_inputs -no_clocks]
set_input_delay [expr $clk_period * $clk_io_pct] -clock clk0 $non_clock_inputs
set_output_delay [expr $clk_period * $clk_io_pct] -clock clk0 [all_outputs]
```
==> impl_metrics.env <==
# flow metrics
export IMPL_run_status="finished clean"
export IMPL_grt_antenna_before_repair=0
export IMPL_synth_top_area_share_pct=43.6
export IMPL_p_leak_nw=0.301
export IMPL_max_slew_margin_pct=63.7
export IMPL_area_growth_synth_to_final_pct=14.1
export IMPL_rd_place_congestion=0.814
export IMPL_standard_cell_rows=22
export IMPL_drt_initial_drc_count=29
export IMPL_globalRoute_busiestLayer="met2"
export IMPL_post_syn_instances=73
export IMPL_path_delay_family="simple AND/OR/NAND/NOR gates"
export IMPL_cts_path_max_buffers=2
export IMPL_width_of_the_die_um=81
export IMPL_setup_repair_after_global_routing_missed_its_margin="false"
export IMPL_hpwl_um=785
export IMPL_clk_pin_slew_worst_paths_ns=0.06
export IMPL_clock_latency_ns=0.25
export IMPL_yosys_warnings=1
export IMPL_worst_ep_required_time_ns=2.79
export IMPL_drive_above_1_share_pct=8.00
export IMPL_die_height_um=81
export IMPL_antenna_cells_inserted=0
export IMPL_htreeDepth=1
export IMPL_synth_yosys_seq_area_share_pct=47.7
export IMPL_critical_path_startpoint_type="flip-flop"
export IMPL_finalWorstPathRequiredPeriod_ns=1.81
export IMPL_synth_stat_cells=73
export IMPL_pin_count_of_the_biggest_net_entering_global_routing=11
export IMPL_design_core_area_mm2=0.00363
export IMPL_chip_area_mm2=0.00656
export IMPL_cp_max_fo=10
export IMPL_power_density_mw_per_mm2=485
export IMPL_cts_hold_buf=0
export IMPL_ys_chip_area_um2=734
export IMPL_global_route_met1_usage_pct=5.32
export IMPL_totalNegativeSetupSlack_ns=0
export IMPL_finalHoldViolCount=0
export IMPL_crit_path_cell_trace="or4b_4 > nor4_4"
export IMPL_grt_pass1_vias=444
export IMPL_cp_buffers_inverters=0
export IMPL_route_detailed_drc=0
export IMPL_syn_cell_area_um2=734
export IMPL_endpoint_kind="flip-flop"
export IMPL_min_path_type="flip-flop to flip-flop"
export IMPL_final_cycle_share_pct=62.6
export IMPL_cp_data_arrival_time_ns=1.70
export IMPL_timing_final_max_slew_violations=0
export IMPL_tritoncts_num_buffers=3
export IMPL_drt_antenna_net_count=0
export IMPL_number_of_synthesized_register_bits=17
export IMPL_cts_tree="built"
export IMPL_cp_max_stage_delay_ns=0.56
export IMPL_yosys_area_top_type="sky130_fd_sc_hd__dfxtp_1"
export IMPL_min_delay_start="count[0]"
export IMPL_top_level_ports=2
export IMPL_finalClockSkew_ns=0.00149
export IMPL_drt_vias_per_instance=4.00
export IMPL_post_cts_repair_setup_buffers=0
export IMPL_setup_worst_path_start="count[10]"
export IMPL_critPathSlowestCell="sky130_fd_sc_hd__or4b_4"
export IMPL_dr_total_vias=492
export IMPL_utilization_pct=23.1
export IMPL_root_buffer="sky130_fd_sc_hd__clkbuf_8"
export IMPL_comb_area_um2=362
export IMPL_syn_area_per_cell_um2=10.1
export IMPL_global_route_usage_met2_pct=5.41
export IMPL_port_buffer_count=1
export IMPL_synthTopCellsByArea="sky130_fd_sc_hd__dfxtp_1 44%, sky130_fd_sc_hd__xnor2_1 9.5%, sky130_fd_sc_hd__xor2_1 6.0%, sky130_fd_sc_hd__nand4_1 5.1%, sky130_fd_sc_hd__edfxtp_1 4.1%"
export IMPL_cap_violations=0
export IMPL_warnings=26
export IMPL_fmaxAchievable_mhz=551
export IMPL_gr_usage_all_layers_pct=3.79
export IMPL_setup_worst_path_class="flip-flop to flip-flop"
export IMPL_core_util_floorplan_pct=20.2
export IMPL_clock_sinks=17
export IMPL_post_cts_resized_instances=0
export IMPL_dr_pass1_iters=4
export IMPL_worst_pin_slew_ns=0.541
export IMPL_wire_length_of_the_first_global_routing_pass_um=1980
export IMPL_routed_wl_um=1150
export IMPL_report_final_setup_viol=0
export IMPL_avgRoutedWirePerCell_um=9.31
export IMPL_globalRoute_totalOverflow=0
export IMPL_unique_cell_types=20
export IMPL_layout_area_seq_um2=350
export IMPL_filler_cell_count=390
export IMPL_power_ir_vdd_worst_v=0.000245
export IMPL_groute_layer_met3_usage_pct=1.78
export IMPL_holdWs_ns=0.483
export IMPL_reg2reg_from="count[10]"
worst register-to-register path: stages, from the launching register on:
cell	delay (ns)
sky130_fd_sc_hd__dfxtp_1	0.36
sky130_fd_sc_hd__or4b_4	0.56
sky130_fd_sc_hd__nor4_4	0.54
stage by stage:
stage / std cells / setup slack [ns] / instance area (µm²) / power (W)
finish: 123 / 1.09 / 838 / 0.000407
global route: 123 / 1.01 / 838 / 0.000421
CTS: 123 / 1.08 / 838 / 0.000411
detailed placement: 119 / 1.10 / 793 / 0.000241
global placement: 119 / 1.12 / 793 / 0.000241
floorplan: 73 / 1.23 / 734 / 0.000241
cell families (layout without fill, tap and decap cells):
family                     after synthesis  in the layout  synth area share [%]
and+or+nand+nor                         34             34                  29.6
xor gates and xnor gates                13             13                  15.5
adders and majority gates                2              2                  3.41
DFF                                     17             17                  47.7
buffers and inverters                    6              8                  3.07
AOI/OAI and AO/OA                        1              1                 0.681
final timing paths:
path	endpoint	cells past startpoint	slack, ns
max reg2reg	clk_out	2	1.09
min	count[0]	1	0.48
max	clk_out	2	1.09
min reg2reg	count[0]	1	0.48
synthesized netlist by cell type, drive strengths merged:
cell type  number
and3            4
and4            3
clkbuf          3
dfxtp          16
edfxtp          1
ha              2
inv             3
nand2           3
nand3           4
nand3b          1
nand4           6
nor2            8
nor2b           1
nor4            1
o21ai           1
or3b            1
or4b            2
xnor2           8
xor2            5
registers in the layout, summed over array words and instances, names as in the netlist:
signal / flops
clk_out: 1
count: 16
layer usage:
layer  vias up  routed length [µm]
met5         -                   0
met4         0                   0
met3         0                  76
met2         6                 489
met1       225                 580
li1        261                   -
cells in the final DEF (no fill, tap or decap), types with 2 or more instances in the layout:
cell type / count
sky130_fd_sc_hd__dfxtp_1: 16
sky130_fd_sc_hd__xnor2_1: 8
sky130_fd_sc_hd__nor2_1: 8
sky130_fd_sc_hd__nand4_1: 6
sky130_fd_sc_hd__xor2_1: 5
sky130_fd_sc_hd__and3_1: 4
sky130_fd_sc_hd__nand3_1: 4
sky130_fd_sc_hd__inv_1: 3
sky130_fd_sc_hd__and4_1: 3
sky130_fd_sc_hd__nand2_1: 3
sky130_fd_sc_hd__clkbuf_8: 3
sky130_fd_sc_hd__ha_1: 2
report_power, final:
part | switching, W | internal, W | total [W]
clock | 0.0000741 | 0.0000973 | 0.000171
combinational | 0 | 0 | 0.000000000138
sequential | 0 | 0.000235 | 0.000235
total | 0.0000741 | 0.000333 | 0.000407
layout make-up:
| type | instances | share of cell area [%] |
|---|---|---|
| multi-input combinational | 50 | 43.1 |
| sequential | 17 | 41.8 |
| tap | 48 | 7.16 |
| clock buffer | 4 | 5.37 |
| inverter | 3 | 1.34 |
| timing repair buffer | 1 | 1.19 |
Power figures rest on the tool's default switching activity, not on a simulated workload.
