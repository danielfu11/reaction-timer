<file path="flow/config.mk">
export PLATFORM = sky130hd
export DESIGN_NAME = BCD_countup
export DESIGN_NICKNAME = BCD_countup
export VERILOG_FILES = /design/flow/design.v
export SDC_FILE = /design/flow/constraint.sdc
export NUM_CORES = 4
export LEC_CHECK = 1
export CORE_AREA = 10 10 93 93
export DIE_AREA = 0 0 103 103
</file>
<file path="flow/constraint.sdc">
current_design BCD_countup

set clk_period 2.5
set clk_io_pct 0.2

create_clock -name clk0 -period $clk_period [get_ports {clk1k}]

set non_clock_inputs [all_inputs -no_clocks]
set_input_delay [expr $clk_period * $clk_io_pct] -clock clk0 $non_clock_inputs
set_output_delay [expr $clk_period * $clk_io_pct] -clock clk0 [all_outputs]
</file>
<file path="flow/design.v">
module BCD_countup(clk1k, en, BCD0, BCD1, BCD2, BCD3);
	input clk1k;
	input [1:0] en;
	output reg [3:0] BCD0 = 0;
	output reg [3:0] BCD1 = 0;
	output reg [3:0] BCD2 = 0; 
	output reg [3:0] BCD3 = 0;
	always @(posedge clk1k) begin 
		if (en == 2'b00 || en == 2'b01)			 
			begin 
				BCD3 = 0;
				BCD2 = 0;
				BCD1 = 0;
				BCD0 = 0;
			end
		else if (en == 2'b10) begin 	 
			if (BCD0 == 4'b1001) begin
				BCD0 <= 0;
				if (BCD1 == 4'b1001) begin
					BCD1 <= 0;
					if (BCD2 == 4'b1001) begin
						BCD2 <= 0;
						if (BCD3 == 4'b1001) begin
							BCD3 <= 0;
						end
						else 
							BCD3 <= BCD3 + 1;
					end
					else
						BCD2 <= BCD2 + 1;
				end
				else
					BCD1 <= BCD1 + 1;
			end
			else 
				BCD0 <= BCD0 + 1;
		end
	end
endmodule						
</file>
<file path="flow/run.sh">
#!/bin/bash
# OpenROAD 26Q1-2900-gdf79404cd8, Yosys 0.63+post, stock flow scripts
make -C /OpenROAD-flow-scripts/flow DESIGN_CONFIG=/design/flow/config.mk WORK_HOME=/design/flow/orfs finish
</file>
==> results.toml <==
# flow metrics
[outcome]
outcome = "complete, no violations"

[yosys]
synth_warnings = 1
synthTopCellsByCount = "16 x dfxtp_1, 12 x nand2_1, 8 x a21oi_1"
area_leaders = "dfxtp_1 39%, nand2_1 5.5%, xor2_1 5.4%"
ys.flops = 16
synth_area_per_cell_um2 = 8.69
netlist_instances = 94
ys_seq_share = 0.392
async_flop_share = 0
synth-main-ff-cell = "dfxtp_1"
edf_count = 0
yosysUniqueCellTypes = 36
top_cell = "dfxtp_1"
syn_area_um2 = 817
synth_top_area_share = 0.392
top_area_cell = "dfxtp_1"
yosys-stat-area_um2 = 817
ys_cells = 94

[flow_run]
warnings = 25
cap_violations = 0

[setup_path]
cp-endpoint = "BCD3[3]"
cp-start-kind = "input port"
criticalPathCategory = "input port to flip-flop"
crit_start = "en[1]"
crit_path_end_kind = "flip-flop"
ff2ff_setup_slack_ps = 850
r2r_start = "BCD0[0]"
arrival_ps = 2130
reg2reg_depth = 3
rr_endpoint = "BCD3[3]"
path_max_fanout = 9
cp.required_ps = 2640

[drt]
drc_errors = 0
first_iter_violations = 65
dr.pass1.iters = 4
routed-via-count = 724
ant_nets = 0
vias_per_cell = 3.75
insertedDiodeCount = 0
routedWlPerCell_um = 10.6
wl_um = 2050

[sta]
tightest_slew_ps = 453
min_period_ps = 2000
max-slew-margin-rel = 0.698
setup-violations-final = 0
rsz0062_at_grt = "no"
final.setup.tns_ps = 0
report.final.slew_viol_count = 0
fin_ws_ps = 503
clock_skew_ps = 1.76
hold_viol = 0
holdWs_ps = 489
post-route-period-util = 0.799
maxClockFrequency_mhz = 501

[pwr]
p_leak_nw = 0.377
cellPowerDensity_nw_per_um2 = 456
vdd_ir_drop_max_mv = 0.219

[die]
rows = 30
io_pins = 19
die_area_um2 = 10600
dieHeight_um = 103
fp_util = 0.121
core_um2 = 6760
die_w_um = 103

[grt]
grt_overflow = 0
antenna_found_initial = 0
grt_pass1_wl_um = 3320
grt_pass1_vias = 623
grt_max_degree = 15
grt_usage = 0.0392

[clocking]
cts_max_path_buffers = 2
cts_hold_buf = 0
clk_pin_slew_ps = 60
postCtsSetupBuffers = 0
cts-root-buf = "clkbuf_8"
cts_sinks = 16
htree_levels = 1
cts_buffers = 3
cts_tree = "yes"
clk_latency_ps = 250
cts_resized = 0

[final_layout]
final_core_util = 0.169
fillerInstances = 766
final_cells = 193
area_growth_pct = 39.4
drive_above_1_share = 0.0619

[place]
place_ws_ps = 240
dpl.hpwl_um = 1540
port_buffers = 18
dp_cells = 189
gp_congestion = 0.786

[worst_hold_path]
hold_path_class = "flip-flop to flip-flop"
cells by family (layout without fill, tap and decap cells):
logic type / count (synthesis) / in the layout / share of synthesized area
AND/OR/NAND/NOR: 45 / 45 / 0.355
AND-OR/OR-AND: 18 / 18 / 0.136
flip-flops: 16 / 16 / 0.392
buffers and inverters: 8 / 27 / 0.0398
XOR/XNOR: 6 / 6 / 0.0643
multiplexers: 1 / 1 / 0.0123
layout make-up:
cell class              instances  area, µm²  share of cell area
well taps                      80        100              0.0879
inverters                       5       18.8              0.0165
flip-flops and latches         16        320               0.281
clock buffers                   4       55.1              0.0484
repair buffers                 18        180               0.158
multi-input cells              70        464               0.408
routing by layer:
metal,vias to the layer above,global-route usage,routed length [µm]
met5,-,0,0
met4,0,0.00214,6
met3,2,0.0162,153
met2,29,0.0512,782
met1,318,0.0603,1110
li1,375,-,-
worst max-delay path, cell delays in order:
cell and delay (ps):
clkdlybuf4s50_1 620, and4b_1 350, nand4_1 240, a311o_1 420
power by group:
group	leakage, nW	internal (mW)	total [mW]	switching (mW)
registers	0.129	0.258	0.263	0.00503
clock network	0.0288	0.140	0.229	0.0889
logic	0.219	0.0144	0.0276	0.0132
total	0.377	0.412	0.519	0.107
state kept, by name, summed over array words and instances, names as in the netlist:
register  cells
BCD0          4
BCD1          4
BCD2          4
BCD3          4
cell usage in the layout (no fill, tap or decap), types with 2 or more instances in the layout:
| cell | netlist | final |
|---|---|---|
| inv_1 | 5 | 5 |
| and2b_1 | 3 | 3 |
| o31ai_1 | 2 | 2 |
| nor2_1 | 7 | 7 |
| a21oi_1 | 8 | 8 |
| clkbuf_8 | 0 | 4 |
| clkdlybuf4s50_1 | 0 | 18 |
| nand2_1 | 12 | 12 |
| dfxtp_1 | 16 | 16 |
| o21ai_0 | 3 | 3 |
| and4b_1 | 2 | 2 |
| or3_1 | 2 | 2 |
| nor2b_1 | 2 | 2 |
| xor2_1 | 5 | 5 |
| nand4_1 | 3 | 3 |
worst min-delay path by stage:
stage / start / end / slack [ps] / depth (start not counted)
after CTS: BCD3[0] / BCD3[0] / 500 / 2
after global routing: BCD3[0] / BCD3[0] / 530 / 2
final: BCD3[0] / BCD3[0] / 490 / 2
metrics by stage:
| stage | cell area (µm²) | power (mW) |
|---|---|---|
| floorplan | 817 | 0.283 |
| finish | 1140 | 0.519 |
| detailed placement | 1080 | 0.296 |
| global placement | 1080 | 0.296 |
| global route | 1140 | 0.549 |
| CTS | 1140 | 0.527 |
Power and IR drop assume default switching activity.
